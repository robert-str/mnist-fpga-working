==> flow/design.v <==
module debug_reader (
    input wire clk,
    input wire rst,
    input wire [7:0] rx_data,
    input wire rx_ready,
    output reg [7:0] tanh_dbg_addr,
    input wire [7:0] tanh_dbg_data,
    output reg [11:0] conv_dbg_addr,
    input wire [7:0] conv_dbg_data,
    output reg [9:0] img_dbg_addr,
    input wire [7:0] img_dbg_data,
    output reg [7:0] tx_data,
    output reg tx_send,
    input wire tx_busy
);
    localparam CMD_READ_TANH = 8'hD0;
    localparam CMD_READ_CONV = 8'hD1;
    localparam CMD_READ_IMG  = 8'hD2;
    localparam NUM_BYTES = 16;
    localparam STATE_IDLE = 3'd0;
    localparam STATE_SETUP = 3'd1;
    localparam STATE_SEND = 3'd2;
    localparam STATE_WAIT = 3'd3;
    reg [2:0] state;
    reg [4:0] byte_counter;
    reg [1:0] cmd_type;   
    reg rx_ready_prev;
    always @(posedge clk) begin
        if (rst) begin
            state <= STATE_IDLE;
            tx_data <= 0;
            tx_send <= 0;
            rx_ready_prev <= 0;
            byte_counter <= 0;
            cmd_type <= 0;
            tanh_dbg_addr <= 0;
            conv_dbg_addr <= 0;
            img_dbg_addr <= 0;
        end else begin
            tx_send <= 0;
            rx_ready_prev <= rx_ready;
            case (state)
                STATE_IDLE: begin
                    if (rx_ready && !rx_ready_prev) begin
                        if (rx_data == CMD_READ_TANH) begin
                            cmd_type <= 2'd0;
                            byte_counter <= 0;
                            tanh_dbg_addr <= 120;   
                            state <= STATE_SETUP;
                        end else if (rx_data == CMD_READ_CONV) begin
                            cmd_type <= 2'd1;
                            byte_counter <= 0;
                            conv_dbg_addr <= 0;   
                            state <= STATE_SETUP;
                        end else if (rx_data == CMD_READ_IMG) begin
                            cmd_type <= 2'd2;
                            byte_counter <= 0;
                            img_dbg_addr <= 0;   
                            state <= STATE_SETUP;
                        end
                    end
                end
                STATE_SETUP: begin
                    state <= STATE_SEND;
                end
                STATE_SEND: begin
                    if (!tx_busy) begin
                        case (cmd_type)
                            2'd0: tx_data <= tanh_dbg_data;
                            2'd1: tx_data <= conv_dbg_data;
                            2'd2: tx_data <= img_dbg_data;
                            default: tx_data <= 8'h00;
                        endcase
                        tx_send <= 1;
                        state <= STATE_WAIT;
                    end
                end
                STATE_WAIT: begin
                    if (!tx_busy) begin
                        if (byte_counter < NUM_BYTES - 1) begin
                            byte_counter <= byte_counter + 1;
                            case (cmd_type)
                                2'd0: tanh_dbg_addr <= tanh_dbg_addr + 1;
                                2'd1: conv_dbg_addr <= conv_dbg_addr + 1;
                                2'd2: img_dbg_addr <= img_dbg_addr + 1;
                            endcase
                            state <= STATE_SETUP;
                        end else begin
                            state <= STATE_IDLE;
                        end
                    end
                end
                default: state <= STATE_IDLE;
            endcase
        end
    end
endmodule
==> flow/run.sh <==
#!/bin/bash
# OpenROAD 26Q1-2900-gdf79404cd8, Yosys 0.63+post, stock flow scripts
make -C /OpenROAD-flow-scripts/flow DESIGN_CONFIG=/design/flow/config.mk WORK_HOME=/design/flow/orfs finish
==> flow/config.mk <==
export PLATFORM = sky130hd
export DESIGN_NAME = debug_reader
export DESIGN_NICKNAME = debug_reader
export VERILOG_FILES = /design/flow/design.v
export SDC_FILE = /design/flow/constraint.sdc
export NUM_CORES = 4
export LEC_CHECK = 1
export CORE_UTILIZATION = 40
==> flow/constraint.sdc <==
current_design debug_reader

set clk_period 4.2
set clk_io_pct 0.2

create_clock -name clk0 -period $clk_period [get_ports {clk}]

set non_clock_inputs [all_inputs -no_clocks]
set_input_delay [expr $clk_period * $clk_io_pct] -clock clk0 $non_clock_inputs
set_output_delay [expr $clk_period * $clk_io_pct] -clock clk0 [all_outputs]
==> out/qor.yml <==
flow_run:
  tool_warnings: 25
  cap_violations: 0
detailed_routing:
  routed-wl-met2_mm: 2.95
  dr.first_iter.drc_count: 129
  dr.max_layer_used: "met4"
  num_vias: 2616
  met1_length_mm: 3.28
  wl_met3_um: 374
  wire_per_inst_um: 14.6
  viasPerCell: 5.74
  first_pass_iters: 5
  antennaDiodeCount: 0
  ant_nets: 0
  drcViolationCount: 0
  wl_mm: 6.67
clocking:
  cts_resized: 0
  cts_setup_buffers: 0
  cts_made_buffers: 5
  root_buffer: "clkbuf_8"
  cts.path.max_buffers: 2
  cts.clk_slew.worst_paths_ps: 90
  hold_buffers: 0
  clk_latency_ps: 300
  cts_tree: "done"
  htreeDepth: 2
  cts.sinks: 52
logic_synthesis:
  synth_area_um2: 2600
  numSynthFlops: 52
  synth_stat.cells: 313
  syn_area_per_cell_um2: 8.30
  async_reset_ff_frac: 0
  ys_seq_share: 0.401
  edf_count: 0
  synth_cell_types: 53
  yosys_area_um2: 2600
  yosys_warnings: 1
  synthCells: 313
  synthFlopType: "dfxtp_1"
placed_design:
  dp.cells: 448
  gp_congestion: 0.807
  dpl_cell_area_um2: 3380
  hpwl_mm: 4.56
  io_buffer_count: 74
worst_setup_path:
  crit_path_top_delay_cell: "or4b_1"
  end_kind: "flop"
  worstPathRequired_ps: 4440
  crit_chain: "clkdlybuf4s50_1 -> or4b_1 -> o41ai_2 -> nand3_1 -> nor4_1 -> a311o_1"
  crit_arrival_ps: 3290
  path_class: "in -> reg"
  max_stage_delay_ps: 680
  crit_fanout: 11
  cp-start-kind: "input pin"
sta:
  fin_crit_ps: 3050
  slew_headroom: 0.544
  fin_skew_ps: 4.47
  setup_viol: 0
  slew_viol_final: 0
  rsz0062_at_grt: "false"
  fin_setup_tns_ps: 0
  fin_crit_sh: 0.726
  fmax_mhz: 328
  report.final.hold_viol_count: 0
  tightestPinTransition_ps: 684
power:
  vdd_drop_max_uv: 176
  power.leakage_nw: 1.31
  power_density_nw_per_um2: 245
final_layout:
  drive_above_1_share: 0.0633
  stdcell_area_um2: 3470
  most-common-layout-cells: "clkdlybuf4s50_1 (74), dfxtp_1 (52), nor2_1 (33)"
  final_util: 0.550
  fin_cells: 456
  layout.cells.most_common: "clkdlybuf4s50_1"
  area_delta_synth_final_pct: 33.6
grt:
  grt_max_degree: 34
  grt_pass1_wl_mm: 10.5
  grtUsageTotal: 0.202
  antenna_found_initial: 0
  grt_pass1_vias: 2219
  grt-ovfl-total: 0
floorplan:
  fp_util: 0.412
  num_io_pins: 75
  die_height_um: 82.6
  dieArea_um2: 6820
  fp-row-count: 29
  coreArea_um2: 6310
  die_w_um: 82.6
worst_hold_path:
  hold_path_class: "reg -> reg"
outcome:
  status: "finished, final reports clean"
-- per-stage QoR --
stage                     hold slack (ps)  setup WS, ps  power (W)
after floorplan                       413          1520   0.000529
after global placement                422           918   0.000570
after detailed placement              436           828   0.000570
after CTS                             466          1150   0.000863
after global routing                  512           973   0.000885
final                                 463          1150   0.000852
-- state kept, by name, indices dropped and copies added, names as in the netlist --
register and cells:
conv_dbg_addr 12, state 4, cmd_type 3, img_dbg_addr 10, tx_send 1, byte_counter 5
rx_ready_prev 1, tanh_dbg_addr 8, tx_data 8
-- report_power, final --
part	internal, W	leakage (nW)	switching, W
Combinational	0.0000381	0.848	0.0000261
Sequential	0.000493	0.419	0.00000105
Clock	0.000135	0.0455	0.000158
Total	0.000666	1.31	0.000186
-- layer usage --
metal,up-vias,GRT usage
li1,1322,-
met1,1224,0.310
met2,65,0.319
met3,5,0.0290
met4,0,0.0190
met5,-,0
-- path summary, 6_finish.rpt --
| kind | startpoint | to | slack, ps | depth (start not counted) |
|---|---|---|---|---|
| min | state[2] | state[1] | 460 | 2 |
| max reg2reg | state[3] | conv_dbg_addr[11] | 1740 | 6 |
| max | rx_data[3] | conv_dbg_addr[11] | 1150 | 6 |
| min reg2reg | state[2] | state[1] | 460 | 2 |
-- layout make-up --
class                   count  area, um2
repair buffers             77        763
well taps                  77       96.3
multi-input cells         234       1450
fillers                   597       2840
clock buffers               8       90.1
inverters                   8       30.0
flip-flops and latches     52       1040
-- logic make-up (layout without fill, tap and decap cells) --
group / count (synthesis) / after routing / share of synthesized area
AND/OR/NAND/NOR: 128 / 128 / 0.245
buffers and inverters: 27 / 93 / 0.0409
AND-OR/OR-AND: 102 / 102 / 0.294
adder cells (fa/ha/maj): 4 / 4 / 0.0193
flip-flops: 52 / 52 / 0.401
-- synth_stat cells (5+ instances only) --
cell type  number  area [um2]
inv_1           7        26.3
a222oi_1        8        80.1
nor4_1          5        31.3
o22ai_1         7        43.8
nand2_1        25        93.8
clkbuf_1       17        63.8
and3_1          7        43.8
nor2_1         33         124
o21ai_0        14        70.1
a21o_1         12        90.1
a21oi_1        24         120
nand4_1         9        56.3
nor3_1         12        60.1
dfxtp_1        52        1040
nand3_1        19        95.1
-- critical path, delay by kind of cell --
kind,cells,cell delay [ps]
and+or+nand+nor,3,1500
AOI/OAI and AO/OA,2,560
buffers and inverters,1,390
No activity file was given, so power comes from the tool's default toggle rates.

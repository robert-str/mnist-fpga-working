===== design/flow/config.mk =====
export PLATFORM = sky130hd
export DESIGN_NAME = fc_biases_ram
export DESIGN_NICKNAME = fc_biases_ram
export VERILOG_FILES = /design/flow/design.v
export SDC_FILE = /design/flow/constraint.sdc
export NUM_CORES = 4
export LEC_CHECK = 1
export CORE_UTILIZATION = 30
export SYNTH_MEMORY_MAX_BITS = 65536

===== design/flow/constraint.sdc =====
current_design fc_biases_ram

set clk_period 25.3
set clk_io_pct 0.2

create_clock -name clk0 -period $clk_period [get_ports {clk}]

set non_clock_inputs [all_inputs -no_clocks]
set_input_delay [expr $clk_period * $clk_io_pct] -clock clk0 $non_clock_inputs
set_output_delay [expr $clk_period * $clk_io_pct] -clock clk0 [all_outputs]

===== design/flow/design.v =====
module fc_weights_ram (
    input wire clk,
    input wire [15:0] wr_addr,
    input wire [7:0] wr_data,
    input wire wr_en,
    input wire [15:0] rd_addr,
    output reg [7:0] rd_data
);
    (* ram_style = "block" *) reg [7:0] ram [0:58919];
    always @(posedge clk) begin
        if (wr_en) begin
            ram[wr_addr] <= wr_data;
        end
    end
    always @(posedge clk) begin
        rd_data <= ram[rd_addr];
    end
endmodule
module fc_biases_ram (
    input wire clk,
    input wire [7:0] wr_addr,
    input wire [31:0] wr_data,
    input wire wr_en,
    input wire [7:0] rd_addr,
    output wire [31:0] rd_data
);
    (* ram_style = "distributed" *) reg [31:0] ram [0:213];
    always @(posedge clk) begin
        if (wr_en) ram[wr_addr] <= wr_data;
    end
    assign rd_data = ram[rd_addr];
endmodule

===== design/flow/run.sh =====
#!/bin/bash
# OpenROAD 26Q1-2900-gdf79404cd8, Yosys 0.63+post, stock flow scripts
make -C /OpenROAD-flow-scripts/flow DESIGN_CONFIG=/design/flow/config.mk WORK_HOME=/design/flow/orfs finish

==> out/results.txt <==
outcome -> finished, violations left
violated checks -> max-capacitance violations, max-slew violations
overall power -> 23.5 mW
crit-path most repeated cell -> buf_4
Log Warnings -> 30
setup bufs post-CTS -> 0
yosys stat area -> 262000 um^2
pwr dens -> 77.6 nW/um^2
final core occ -> 0.348
via density per instance -> 5.08
Crit Path Class -> in -> out
biggest regs -> ram: 6848 flops
iteration-0 DRC count of the detailed router -> 8722
Worst Path Max Fanout -> 60
CTS clk-pin slew, worst paths -> 0.06 ns
Lkg Pwr -> 93.1 nW
I/O Pins -> 82
Arrival @ worst endpoint -> 12.69 ns
Seq share, synth -> 0.786
EDFF count, synth -> 6848
total clock sinks -> 6848
CTS tree -> done
drt drc -> 0
number of gates resized after CTS -> 0
port bufs -> 81
DR pass1 iterations -> 8
worst vdd ir -> 0.0822 mV
routed length per placed instance -> 30.6 um
number of distinct library cells after synthesis -> 42
cycle use final -> 0.702
hold-fix buffers at CTS -> 0
GPL Wtd Cong -> 0.876
drt total wl -> 748 mm
max cap viols -> 1
post-route antenna net violation count -> 0
final setup violating endpoints -> 0
Setup TNS -> 0 ns
total CTS buffers -> 692
crit path DRT -> 20.24 ns
CTS Root Cell -> clkbuf_16
worst-path cell chain -> buf_16 > buf_4 > buf_4 > buf_4 > buf_4 > buf_4 > mux2i_1 > a22oi_1 > nand2_1 > o21ai_0 > nor4_2 > buf_4 > nor4_1 > clkdlybuf4s50_1
Die Area -> 876000 um^2
die extent in x -> 936 um
Slew @ Worst Pin -> 1.57 ns
core area -> 868000 um^2
gr ovfl total -> 0
Worst Setup EP -> rd_data[11]
Yosys reg bits -> 6848
FP Rows -> 342
Worst Setup SP -> rd_addr[0]
Hold Path Class -> in -> reg
Die Y -> 936 um
largest net degree at the start of global routing -> 119
dpl hpwl -> 430 mm
fin crit period -> 17.75 ns
layout cell share with drive strength beyond 1 -> 0.272
fmax -> 56.3 MHz
Init Core Util -> 0.301
Biggest register -> ram
vias -> 124000
RSZ-0062 raised after global routing -> no
initial antenna violation count -> 41
max FFs per register -> 6848
relative slew slack -> -0.0583
clk buf depth -> 4
Mapped Area -> 262000 um^2
yosys stat cell total -> 11600
Final Max Tran Viols -> 2
slowest stage cell, crit path -> nor4_1
CP Launch Type -> input port
Commonest flop -> edfxtp_1
total track usage -> 0.183
first-pass GRT wire length -> 1050 mm
Area growth, synth to finish -> 15.6%
vias in the first global route -> 137000
Yosys warnings -> 1
Hold Fails Final Rpt -> 0
CP max stage delay -> 1.28 ns
H-tree depth -> 6
syn_area_per_cell -> 22.6 um^2
ys async rst share -> 0
Gate Count Post-Synth -> 11600
Worst setup EP type -> primary output
[worst min-delay path by stage]
stage            from           to  slack, ns  cells past startpoint
6_report   wr_data[2]   ram[44][2]       4.33                      1
5_1_grt   wr_data[16]  ram[36][16]       4.31                      1
4_1_cts    wr_data[2]   ram[46][2]       4.26                      1
[worst max-delay path, delay by kind of cell]
kind                   cells  cell delay [ns]
AND/OR/NAND/NOR            3             1.62
buffers and inverters      8             4.52
AND-OR/OR-AND              2             1.02
multiplexers               1             0.17
[metal layers]
layer	vias up	part of all wire	wire [um]	GRT usage
li1	51000	-	-	-
met1	63200	0.30	222000	0.183
met2	8829	0.45	336000	0.261
met3	1243	0.21	157000	0.177
met4	71	0.040	30300	0.0567
met5	-	0.0038	2820	0.0239
[cell usage after synthesis, drive strengths merged, types with 2 or more instances]
cell type	instances	area [um^2]
and2	9	56.3
mux2i	765	7660
o2111ai	30	263
a21oi	158	791
mux2	3	33.8
edfxtp	6848	206000
and3	3	18.8
nor3	63	315
buf	368	2420
o22ai	159	995
a22oi	318	2390
nor2	414	1550
nor4	96	601
a2111oi	30	263
nand2	193	724
nor2b	13	81.3
a22o	32	280
a221oi	33	477
or2	4	25.0
a211oi	2	15.0
nand2b	6	37.5
o221ai	35	307
o211ai	33	248
nand3b	4	30.0
o21ai	32	160
mux4	1536	34600
nand3	40	200
and3b	2	17.5
nand4	35	219
clkbuf	307	1160
nor3b	4	30.0
[kinds of logic (layout without fill, tap and decap cells)]
family / after synthesis / count (layout) / share of synthesized area
flops: 6848 / 6848 / 0.786
compound gates: 863 / 863 / 0.0237
mux: 2304 / 2304 / 0.162
other cells: 0 / 30 / 0
simple gates: 889 / 889 / 0.0150
buf+inv: 676 / 1990 / 0.0137
[power by group]
group | switching [mW] | internal, mW | total [mW]
clock network | 4.34 | 5.44 | 9.78
registers | 0.00487 | 12.5 | 12.5
logic | 0.795 | 0.394 | 1.19
total | 5.14 | 18.3 | 23.5
[layout make-up]
cell class                      count  area [um^2]
Fill cell                       78300       566000
Sequential cell                  6848       206000
Multi-Input combinational cell   4056        54600
Clock buffer                      855        18000
Tap cell                        11500        14400
Timing Repair Buffer              753         6200
Clock inverter                    381         3540
Antenna cell                       30         75.1
Inverter                            1         8.76
[per-stage QoR]
step	worst slack [ns]	instance area (um^2)	hold slack, ns	std cells
6_report	7.55	302000	4.33	24400
4_1_cts	7.67	302000	4.26	24400
5_1_grt	7.20	302000	4.31	24400
3_5_place_dp	7.70	281000	5.48	23200
3_3_place_gp	7.62	281000	5.48	23200
2_1_floorplan	13.32	262000	5.16	11600
[placed cells by master (no fill, tap or decap), types with 43 or more instances in the layout]
| master | count |
|---|---|
| clkbuf_16 | 695 |
| a21oi_1 | 158 |
| nor3_1 | 56 |
| mux4_2 | 1536 |
| nor2_4 | 220 |
| clkbuf_1 | 160 |
| clkinv_1 | 178 |
| a22oi_1 | 318 |
| buf_4 | 657 |
| nor4_1 | 49 |
| clkdlybuf4s50_1 | 43 |
| nor2_1 | 191 |
| clkinv_2 | 97 |
| edfxtp_1 | 6848 |
| nand2_1 | 171 |
| mux2i_1 | 765 |
| o22ai_1 | 159 |
Power and IR drop assume default switching activity.
